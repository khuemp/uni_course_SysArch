### design/flow/run.sh
#!/bin/bash
# OpenROAD 26Q1-2900-gdf79404cd8, Yosys 0.63+post, stock flow scripts
make -C /OpenROAD-flow-scripts/flow DESIGN_CONFIG=/design/flow/config.mk WORK_HOME=/design/flow/orfs finish
### design/flow/config.mk
export PLATFORM = sky130hd
export DESIGN_NAME = Division
export DESIGN_NICKNAME = Division
export VERILOG_FILES = /design/flow/design.v
export SDC_FILE = /design/flow/constraint.sdc
export NUM_CORES = 4
export LEC_CHECK = 1
export CORE_UTILIZATION = 40
### design/flow/constraint.sdc
current_design Division

set clk_period 14.6
set clk_io_pct 0.2

create_clock -name clk0 -period $clk_period [get_ports {clock}]

set non_clock_inputs [all_inputs -no_clocks]
set_input_delay [expr $clk_period * $clk_io_pct] -clock clk0 $non_clock_inputs
set_output_delay [expr $clk_period * $clk_io_pct] -clock clk0 [all_outputs]
### design/flow/design.v
module Division(
	input         clock,
	input         start,
	input  [31:0] a,
	input  [31:0] b,
	output [31:0] q,
	output [31:0] r
);
	reg [31:0] R;
	reg [31:0] B;
	reg [31:0] AandQ;
	reg [5:0] counter;
	always @(posedge clock) begin
		if (start) begin  
			AandQ <= a;
			B <= b;
			R <= 32'd0;
			counter <= 6'd0;
		end else begin
			if (counter < 32) begin
				counter = counter + 1'd1;
				if (R + R + AandQ[31] < B) begin
					R <= R + R + AandQ[31];
					AandQ <= AandQ << 1;  
				end else begin
					R <= R + R + AandQ[31] - B;
					AandQ <= (AandQ << 1) + 1'd1;
				end
			end
		end
	end
	assign q = AandQ;  
	assign r = R;
endmodule
==> reports/results.md <==
| Group | Quantity | Value |
| --- | --- | --- |
| worst setup path | Crit Path Category | in2reg |
| floorplan | Die width | 123 um |
| logic synthesis | Cell type with the largest total area after synthesis | sky130_fd_sc_hd__edfxtp_1 |
| route | Antenna Diode Count | 0 |
| floorplan | Y dimension of the die | 123 um |
| worst setup path | CP top delay family | buffers and inverters |
| route | Final routed wirelength across all metal layers | 13,200 um |
| final timing | Clock tree skew after final layout | 0.00673 ns |
| hold path | Worst hold path type | reg2reg |
| global routing | Total gr overflow | 0 |
| route | Number of iterations in the first detailed-routing pass | 4 |
| final timing | Final hold vios | 0 |
| clock network | Hold bufs inserted after CTS | 0 |
| clock network | Cell at the root of the clock tree | sky130_fd_sc_hd__clkbuf_16 |
| clock network | Latency at later pin | 0.35 ns |
| final timing | Final-report setup violation count | 0 |
| clock network | CTS tree | built |
| logic synthesis | Main synth FF type | sky130_fd_sc_hd__edfxtp_1 |
| logic synthesis | Share of the synthesized area in the top cell type | 32.7% |
| worst setup path | Slowest cell delay on critical path | 0.63 ns |
| final layout | Post-route cell area | 7550 um2 |
| final layout | Proportion of layout cells with a drive suffix above 1 | 9.80% |
| place | Detailed placement HPWL | 9660 um |
| final timing | Headroom to the max-slew limit | 48.6% |
| worst setup path | Most common cell on crit path | sky130_fd_sc_hd__buf_4 |
| place | RePlAce Congestion | 0.869 |
| global routing | Wire length of the first global-routing pass | 21,400 um |
| worst setup path | Worst Path Buf+Inv | 2 |
| place | Placement-stage cell area | 7230 um2 |
| global routing | Via count of the first global-routing pass | 4,435 |
| final layout | Non-Filler Instances | 864 |
| logic synthesis | Portion of the post-synthesis area used by sequential elements | 45.6% |
| job | OpenROAD warnings | 25 |
| place | Placed Cells incl. Taps | 848 |
| clock network | Post-CTS Setup Inserts | 0 |
| route | Wirelength per Cell | 15.3 um |
| final timing | Post-route worst hold slack | 0.508 ns |
| route | Max Used Layer | met4 |
| route | Wire length on met1 | 6310 um |
| logic synthesis | Post-Syn Instances | 565 |
| final timing | Post-route fraction of the period consumed by the critical path | 29.5% |
| pwr | Power density over cell area | 90.3 nW/um2 |
| logic synthesis | Synthesized area per cell | 10.4 um2 |
| clock network | Worst-case clock buffer depth | 2 |
| final layout | Most common logic cells in the final layout | sky130_fd_sc_hd__clkdlybuf4s50_1, sky130_fd_sc_hd__edfxtp_1, sky130_fd_sc_hd__nor2_1 |
| clock network | Cts bufs inserted | 9 |
| logic synthesis | Async SR Flop Fraction | 0% |
| worst setup path | Type of element capturing the critical path | flop |
| pwr | Peak ir drop on the vdd network | 0.0837 mV |
| logic synthesis | Flops & latches, synth | 102 |
| logic synthesis | Post-synth tally of flip-flops with integrated enable | 64 |
| floorplan | I/O pin cnt | 130 |
| logic synthesis | Area reported by Yosys stat | 5880 um2 |
| route | Count of unresolved DRC violations after routing | 0 |
| final timing | Clock period minus final worst setup slack | 4.31 ns |
| global routing | Maximum number of pins on one net before global-route repair | 55 |
| global routing | GRT Overall Usage | 18.6% |
| final timing | Slew at the pin closest to its max-slew limit | 0.751 ns |
| floorplan | Core region area | 14,100 um2 |
| worst setup path | Required arrival time at the worst endpoint | 14.70 ns |
| logic synthesis | Count of instantiated cells in the yosys netlist | 565 |
| job | Max-cap violation count | 0 |
| route | Vias per cell | 5.26 |
| route | Met3 layer wire length in the routed design | 654 um |
| route | Antenna-violating nets left | 0 |
| route | Detailed-route via count | 4,548 |
| logic synthesis | Number of distinct library cells after synthesis | 68 |
| run status | Status | completed |
| worst setup path | Type of origin of the critical path | primary input |
| final timing | Unrepaired setup endpoints after global routing | no |
| final layout | Fill count | 1,219 |
| final layout | Share of the core filled with cells | 53.6% |
| floorplan | Chip Area | 15,200 um2 |
| clock network | Number of sinks on the clock net | 102 |
| floorplan | Fp util | 41.7% |
| final layout | Top logic cell by instance count in the layout | sky130_fd_sc_hd__clkdlybuf4s50_1 |
| final layout | P&R area growth vs syn | 28.5% |
| clock network | Total number of H-tree levels | 3 |
| clock network | Register clock-pin slew on the reported worst setup and hold paths | 0.07 ns |
| worst setup path | Worst path arrival time | 4.41 ns |
| final timing | Sum of negative setup slack | 0 ns |
| worst setup path | Chain of cells forming the critical path | buf_4 -> buf_4 -> mux2_2 |
| worst setup path | Maximum fanout encountered on the critical timing path | 54 |
| pwr | Leakage power total | 2.97 nW |
| place | Buffers on Ports | 129 |
| global routing | Antenna violations before repair | 0 |
| worst setup path | Crit-path slowest cell | sky130_fd_sc_hd__buf_4 |
| floorplan | Number of placement rows | 43 |
| route | Met2 routed wirelength | 6160 um |
| logic synthesis | Number of warnings issued by yosys | 1 |
| route | Initial drt markers | 149 |
| clock network | Post-cts repair resize count | 0 |
| logic synthesis | Cell area after synthesis | 5880 um2 |
| logic synthesis | Cell area leaders | sky130_fd_sc_hd__edfxtp_1, sky130_fd_sc_hd__dfxtp_1, sky130_fd_sc_hd__ha_1 |
| final timing | Upper clock frequency limit | 0.232 GHz |
| final timing | Final tally of max-slew violations | 0 |
==> per-layer routing <==
metal | vias up | GRT usage [%]
met3 | 8 | 3.91
met4 | 0 | 1.58
li1 | 2296 | -
met2 | 92 | 28.5
met1 | 2152 | 29.4
met5 | - | 0
==> state kept, by name, summed over array words and instances, names as in the netlist <==
register  count
AandQ        32
R            32
counter       6
B            32
==> final timing paths <==
path / from / end / slack (ns) / cells after the start
worst max-delay path: start / AandQ[5]$_DFFE_PP_ / 10.29 / 3
worst min-delay path: R[31]$_SDFFE_PP0N_ / R[31]$_SDFFE_PP0N_ / 0.51 / 2
worst max register to register: AandQ[31]$_DFFE_PP_ / R[8]$_SDFFE_PP0N_ / 11.27 / 13
worst min register to register: R[31]$_SDFFE_PP0N_ / R[31]$_SDFFE_PP0N_ / 0.51 / 2
==> power by group <==
| part | internal (mW) | switching, mW |
|---|---|---|
| Combinational | 0.0546 | 0.0364 |
| Sequential | 0.326 | 0.00820 |
| Clock | 0.151 | 0.106 |
==> metrics by stage <==
step | total power, mW | worst slack (ns)
after global placement | 0.431 | 9.93
after detailed placement | 0.431 | 9.88
final | 0.682 | 10.29
after CTS | 0.692 | 10.26
after global routing | 0.714 | 10.19
after floorplan | 0.384 | 10.36
==> synth_stat cells, types with 2 or more instances <==
library cell                count
sky130_fd_sc_hd__buf_6          3
sky130_fd_sc_hd__a2111oi_0      3
sky130_fd_sc_hd__a21o_1        15
sky130_fd_sc_hd__or3_1          2
sky130_fd_sc_hd__ha_1          33
sky130_fd_sc_hd__and3_1         2
sky130_fd_sc_hd__or2_2          2
sky130_fd_sc_hd__inv_1         45
sky130_fd_sc_hd__clkbuf_1       8
sky130_fd_sc_hd__buf_4          8
sky130_fd_sc_hd__nand2b_1       2
sky130_fd_sc_hd__o211ai_1       2
sky130_fd_sc_hd__o21a_1         6
sky130_fd_sc_hd__a31o_2         3
sky130_fd_sc_hd__nor2_1        47
sky130_fd_sc_hd__a21oi_1       42
sky130_fd_sc_hd__a32oi_1        4
sky130_fd_sc_hd__nor3_1         9
sky130_fd_sc_hd__xnor2_1       21
sky130_fd_sc_hd__o2111ai_1      3
sky130_fd_sc_hd__nor2b_1        8
sky130_fd_sc_hd__o311ai_1       2
sky130_fd_sc_hd__dfxtp_1       38
sky130_fd_sc_hd__nand3_1       13
sky130_fd_sc_hd__edfxtp_1      64
sky130_fd_sc_hd__buf_1          2
sky130_fd_sc_hd__mux2_2        31
sky130_fd_sc_hd__xor2_1        10
sky130_fd_sc_hd__o32a_1         2
sky130_fd_sc_hd__nand2_1       30
sky130_fd_sc_hd__a211oi_1      19
sky130_fd_sc_hd__nand4_1        8
sky130_fd_sc_hd__a311oi_1       2
sky130_fd_sc_hd__o21ai_0       20
sky130_fd_sc_hd__a31oi_1        3
sky130_fd_sc_hd__mux2i_1       11
sky130_fd_sc_hd__buf_2          6
sky130_fd_sc_hd__clkbuf_2       2
sky130_fd_sc_hd__o31ai_1        5
==> worst register-to-register path: stages (launching register included) <==
cell and delay (ns):
sky130_fd_sc_hd__edfxtp_1 0.43, sky130_fd_sc_hd__inv_1 0.08, sky130_fd_sc_hd__ha_1 0.18, sky130_fd_sc_hd__fa_1 0.20, sky130_fd_sc_hd__nor2b_1 0.07, sky130_fd_sc_hd__o311a_1 0.34, sky130_fd_sc_hd__o21ai_2 0.24, sky130_fd_sc_hd__a311oi_2 0.15
sky130_fd_sc_hd__o31ai_4 0.41, sky130_fd_sc_hd__a21o_1 0.40, sky130_fd_sc_hd__buf_4 0.30, sky130_fd_sc_hd__and2_0 0.16, sky130_fd_sc_hd__a31oi_1 0.05, sky130_fd_sc_hd__a211oi_1 0.24
==> kinds of logic (layout without fill, tap and decap cells) <==
family,Yosys count,count (layout),synth area share [%]
AND-OR/OR-AND,148,148,17.7
XOR/XNOR,31,31,4.62
AND/OR/NAND/NOR,131,131,10.5
flip-flops,102,102,45.6
adder cells (fa/ha/maj),34,34,7.37
multiplexers,42,42,7.81
buffers and inverters,77,196,6.37
==> final cells by class <==
class,instances,area [um2],share of cell area [%]
Multi-Input combinational cell,386,2820,37.4
Sequential cell,102,2680,35.5
Timing Repair Buffer,134,1330,17.6
Clock buffer,9,225,2.98
Tap cell,180,225,2.98
Inverter,46,173,2.29
Clock inverter,7,97.6,1.29
Power and IR drop assume default switching activity.
