`/design/flow/config.mk`:
```
export PLATFORM = sky130hd
export DESIGN_NAME = counter
export DESIGN_NICKNAME = counter
export VERILOG_FILES = /design/flow/design.v
export SDC_FILE = /design/flow/constraint.sdc
export NUM_CORES = 4
export LEC_CHECK = 1
export CORE_AREA = 10 10 113 113
export DIE_AREA = 0 0 123 123
```
`/design/flow/constraint.sdc`:
```
current_design counter

set clk_period 6.9
set clk_io_pct 0.2

create_clock -name clk0 -period $clk_period [get_ports {cl}]

set non_clock_inputs [all_inputs -no_clocks]
set_input_delay [expr $clk_period * $clk_io_pct] -clock clk0 $non_clock_inputs
set_output_delay [expr $clk_period * $clk_io_pct] -clock clk0 [all_outputs]
```
`/design/flow/design.v`:
```
module counter (
    input cl,
    input clear,
    input load,
    input [31:0] X,
    output [31:0] Y
);
    reg [31:0] q;
    wire [31:0] incout;
    initial begin
        q = 'b0;
    end
    inc incr(.in(q), .out(incout));
    always @(posedge cl) begin
        if (!clear)
            q <= 'b0;
        else if (!load)
            q <= X;
        else
            q <= incout; 
    end
    assign Y = q;
endmodule
module inc (
    input [31:0] in,
    output [31:0] out
);
    assign out = in + 1'b1;
endmodule
```
`/design/flow/run.sh`:
```
#!/bin/bash
# OpenROAD 26Q1-2900-gdf79404cd8, Yosys 0.63+post, stock flow scripts
make -C /OpenROAD-flow-scripts/flow DESIGN_CONFIG=/design/flow/config.mk WORK_HOME=/design/flow/orfs finish
```
==> results_slide.txt <==
Flow Results at a Glance

Clock tree
  • CTS sink count: 32
  • Root Buffer: clkbuf_8
  • Post-CTS Setup Repair Bufs: 0
  • Resized cells post-CTS: 0
  • # H-tree levels: 2
  • CTS clk-pin slew, worst paths: roughly 0.07 ns
  • Clock latency at the later pin of the worst-skew pair: ~0.28 ns
  • Hold-fix buffers, CTS: 0
  • Cts bufs inserted: 5
  • Max Root-Sink Buffers: 2
  • CTS tree: built

Hold path
  • Worst hold stages: 2
  • Min-Delay Path Class: reg -> reg

Die
  • Die height: between 100 and 150 um
  • Row cnt: 37
  • Chip Width: about 120 um
  • IO Count: about 67
  • Die area: 0.0151 mm2
  • Core ar.: a little over 0.01 mm2
  • FP Util: about 18%

Route
  • ANT nets after route: 0
  • Final wirelength: 6290 um
  • Detailed Route Iter0 Violations: ~84
  • DRC violations left: 0
  • WL per Instance: 14.9 um
  • Via density per instance: approximately 4.6
  • Total number of vias: a little under 2000
  • ANT cells: 0
  • DRT Pass-1 Iters: 4

Setup path
  • Startpoint types: input port
  • CP max FO: 27
  • Data required time of the worst path: 7.12 ns
  • Critical Path End: q[29]
  • Origin of the critical flop-to-flop path: q[0]
  • R2R depth: 5
  • R2R setup slack: ~4.8 ns
  • Critical path class: in -> reg
  • Worst Setup SP: clear
  • Arr. time, crit path: between 3 and 4 ns
  • Worst r2r dst: q[26]
  • CP Capture Type: flop

STA
  • Setup Viol. Count Final: 0
  • Period minus WS final: 2.95 ns
  • Slew Limit Headroom: between 60% and 70%
  • Tcrit/Tclk final: between 40% and 50%
  • Final Skew: 0.00627 ns
  • Total negative setup slack: 0 ns
  • Count of pins over their slew limit: 0
  • RSZ-0062 raised after global routing: false
  • Final hold vios: 0
  • Worst-margin pin slew: between 0.5 and 0.6 ns
  • Fmax: roughly 340 MHz

Pwr
  • Lkg Pwr: between 0.8 and 0.9 nW
  • Int Pwr: roughly 0.33 mW
  • Comb pwr share: 17.7%
  • Clock power frac: between 30 and 40%
  • Net Sw Power: roughly 0.12 mW
  • Power Total: 0.448 mW
  • Share of power burned in registers: between 40% and 50%
  • Power per cell area: about 170 mW/mm2
  • Net Sw Frac: between 20% and 30%
  • Worst vdd ir: ~0.000072 V

Synth
  • Simple-Gate Area Share: 30.0%
  • Syn Inst Count: approximately 230
  • Yosys cell count: roughly 230
  • Aoi share: a little under a quarter
  • Async SR Flop Fraction: 0%
  • Seq cells post-synth: 32
  • Xor+xnor area frac: 5.79%
  • Synthesis area per yosys: 0.00181 mm2
  • Synth Flop Type: dfxtp_1
  • Seq share, synth: 35.3%
  • Mapped Avg Cell Area: ~8.1 um2
  • Synth cell types: 34
  • Netlist Area Pre-Place: approximately 0.0018 mm2
  • Yosys Warn Count: 1
  • Post-synthesis adder-cell area fraction: 0.690%
  • Main logic family: simple AND/OR/NAND/NOR gates
  • EDFF count, synth: 0
  • Multiplexer share of the synthesized area: less than 1%

Global route
  • Gr usage total: between 8 and 9%
  • Initial antenna violation count: 0
  • Overflow after GRT: 0
  • Largest net degree at the start of global routing: 60
  • First-pass GRT wire length: roughly 9800 um
  • Vias in the first global route: 1777

Place
  • I/O Buffers: 66
  • Hpwl dp: between 4000 and 5000 um
  • Dpl cell area: 0.00258 mm2
  • Global placer's final weighted congestion: 0.811

Cells and area
  • Top reg by flops: q
  • Util after Layout: between 20% and 30%
  • Max reg flops: 32
  • Largest regs: q (32)
  • Syn-to-layout area delta: 47.3%
  • Fillers: around 1100
  • Top cells excl fill/tap: clkdlybuf4s50_1 (65), dfxtp_1 (32), o21ai_0 (28), nor2_1 (16), nand2_1 (14)
  • Design area: roughly 0.0027 mm2
  • Layout cells sized above 1: 4.55%
  • Most numerous logic cell after layout: clkdlybuf4s50_1

Job
  • Total tool warning count: 25
  • Max-cap violation count: 0

Status
  • Status: complete, no violations
## critical path, stage by stage
cell             delay, ns
clkdlybuf4s50_1       0.46
buf_4                 0.26
inv_1                 0.23
or3_1                 0.34
or4_1                 0.40
nand3_1               0.09
## routing by layer
layer / part of all wire, % / global-route usage (%) / vias to the layer above / routed length (um)
met2: 45 / 12.8 / 61 / 2850
met5: 0 / 0 / - / 0
met1: 48 / 11.3 / 882 / 3030
met4: 0.57 / 0.582 / 0 / 36
li1: - / - / 992 / -
met3: 6.0 / 2.13 / 5 / 376
## how the worst min path moves through the flow
| stage | to | startpoint | slack, ns |
|---|---|---|---|
| final | q[26] | q[26] | 0.51 |
| after global routing | q[26] | q[26] | 0.55 |
| after CTS | q[26] | q[26] | 0.52 |
## final cells by class
type / count / area, um2 / area share, %
clock inverter: 1 / 7.51 / 0.281
inverter: 4 / 15.0 / 0.562
timing repair buffer: 68 / 671 / 25.1
sequential: 32 / 641 / 24.0
multi-input combinational: 174 / 1080 / 40.5
clock buffer: 7 / 86.3 / 3.23
tap: 136 / 170 / 6.37
## metrics by stage
step                      setup slack [ns]  instances  hold WS [ns]
final                                 3.95        422         0.513
after global routing                  3.80        422         0.549
after CTS                             3.95        422         0.522
after detailed placement              3.67        414         0.510
after global placement                3.70        414         0.502
after floorplan                       4.50        225         0.458
## Yosys cell counts, drive strengths merged, types with 7 or more instances
master | instances | area (um2)
and3 | 7 | 43.8
nand4 | 12 | 90.1
nand2 | 14 | 52.6
nand3 | 13 | 70.1
a21oi | 9 | 45.0
clkbuf | 11 | 41.3
and4 | 7 | 62.6
nor2 | 16 | 60.1
a31oi | 10 | 62.6
or4 | 11 | 82.6
dfxtp | 32 | 641
o21ai | 28 | 140
xor2 | 11 | 96.3
or3 | 7 | 43.8
## cell families (layout without fill, tap and decap cells)
group	count (synthesis)	after routing
XOR/XNOR	12	12
flip-flops	32	32
adder cells (fa/ha/maj)	1	1
multiplexers	1	1
AND/OR/NAND/NOR	93	93
AND-OR/OR-AND	67	67
buffers and inverters	19	80
## power by group through the flow
stage     clock, mW  combinational, mW  sequential [mW]
4_1_cts       0.156             0.0811            0.217
5_1_grt       0.166             0.0887            0.221
6_report      0.151             0.0791            0.218
Power is estimated from default activity; no workload was simulated.
